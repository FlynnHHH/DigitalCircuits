$ cat flow/config.mk
export PLATFORM = sky130hd
export DESIGN_NAME = FSM
export DESIGN_NICKNAME = FSM
export VERILOG_FILES = /design/flow/design.v
export SDC_FILE = /design/flow/constraint.sdc
export NUM_CORES = 4
export LEC_CHECK = 1
export CORE_AREA = 10 10 70 70
export DIE_AREA = 0 0 80 80
$ cat flow/design.v
`timescale 1ns / 1ps
module FSM(
    input clk,
    input rstn,
    input in,
    output reg out
    );
    localparam S0 = 3'b000;
    localparam S1 = 3'b001;
    localparam S2 = 3'b010;
    localparam S3 = 3'b011;
    localparam S4 = 3'b100;
    reg [2:0] state;
    reg [2:0] next_state;
    always@(negedge rstn or posedge clk)begin
        if(!rstn) begin
            state <= S0;
        end
        else begin
            state <= next_state;
        end    
    end
    always@(*) begin
        case(state)
        S0:begin
             next_state = in ? S0 : S1;
        end
        S1:begin
             next_state = in ? S2 : S1;
        end
        S2:begin
             next_state = in ? S3 : S1;
        end
        S3:begin
             next_state = in ? S0 : S4;
        end
        S4:begin
             next_state = in ? S2 : S1;
        end
        default: next_state = S0;
        endcase
    end
    always@(*) begin
        case(state)
        S4:out = 1'b1;
        S0:out = 1'b0;
        S1:out = 1'b0;
        S2:out = 1'b0;
        S3:out = 1'b0;
        default: out = 1'bx;
        endcase
    end
endmodule
$ cat flow/run.sh
#!/bin/bash
# OpenROAD 26Q1-2900-gdf79404cd8, Yosys 0.63+post, stock flow scripts
make -C /OpenROAD-flow-scripts/flow DESIGN_CONFIG=/design/flow/config.mk WORK_HOME=/design/flow/orfs finish
$ cat flow/constraint.sdc
current_design FSM

set clk_period 1.0
set clk_io_pct 0.2

create_clock -name clk0 -period $clk_period [get_ports {clk}]

set non_clock_inputs [all_inputs -no_clocks]
set_input_delay [expr $clk_period * $clk_io_pct] -clock clk0 $non_clock_inputs
set_output_delay [expr $clk_period * $clk_io_pct] -clock clk0 [all_outputs]
==> run notes <==
run results: Buffers & Inverters on Critical Path=1, RR Endpoint=state[3], CP Launch Point=state[3], actual transition at the worst max-transition pin=around 0.23 ns, drt first-iter violations=1, die area=6400 µm², sequential power share=0.425, r2r setup slk=0.07 ns, ys async rst share=1.00, ys cells=12, WP data required=about 0.80 ns, Die Height=80 µm, Post-route DRC=0, status=finished, violations left, vias in the first global route=178, max-cap violation count=0, Yosys chip area=170 µm², Latency at later pin=0.24 ns, CP Cell Sequence=nor4_2 -> buf_2, Post-CTS Hold Buffers=0, top cells by count=dfrtp_1 (4), nor4_1 (2), o21a_1 (2), cell family with most CP delay=flip-flops, syn avg cell area=14.2 µm², Biggest register=state, Pre-antenna DRT Iters=2, Max Slew Vio Count=0, Critical Path End=out, fin util=0.0941, biggest registers after layout=state (5), Max Freq=844 MHz, CTS tree=built, Synth top cell by count=dfrtp_1, Tmin final=1.18 ns, gpl congestion=0.673, cycle use final=1.18, CTS Buf Count=3, setup TNS=-0.184 ns, net switching power=~0.12 mW, Syn Std Cell Area=170 µm², Yosys Warn Count=1, Critical Path Stages=2, max reg flops=5, critical path arrival=0.98 ns, # rows=21, Final setup viols=1, total power=0.532 mW, Fin. Hold Viols=0, crit path kind=reg -> out, EDFF count, synth=0, critical path's slowest cell=dfrtp_1, post-synth top area share=0.588, grt ovf=0, final WL=425 µm, cell-internal power=between 0.4 and 0.5 mW, core area=3420 µm², clock buffer depth=2, hold crit path type=in -> async, Synth area leader=dfrtp_1, synthesized instance count=12, Most common reg cell=dfrtp_1, failing checks=setup timing, number of OpenROAD warnings=27, Layout area overhead=89.0%, gr usage total=0.0158, vias per cell=2.03, Max-Slew Margin vs Limit=0.848, VDD IR max=0.748 mV, total setup buffers inserted after CTS=0, Lkg Pwr=0.131 nW, RSZ-0062 raised after global routing=true, fin area=322 µm², root buf cell=clkbuf_4, placed cell area=288 µm², fp util=0.0498, CP max FO=2, share of the yosys chip area belonging to registers=0.743, Largest cells by area=dfrtp_1 (59%), dfstp_2 (15%), o21a_1 (8.8%), vias=roughly 140, Clk pin slew, worst setup/hold paths=0.04 ns, diode count=0, post-route setup slack=-0.184 ns, clock share of power=0.434, Synth flops=5, first-pass GRT wire length=772 µm, CP max stage delay=0.38 ns, CP startpoint kind=flop, Port Buffer Count=3, CTS sink cnt=5, largest net degree at the start of global routing=6, Switching Share=0.218, Logic pwr share=0.141, H-tree depth=1, Setup Skew=0.00119 ns, initial antenna violation count=0, layout cells sized above 1=0.478, antenna-violating nets left=0, # IOs=4, Die X=80 µm, PwrDens=1650 nW/µm², drt wl/cell=6.16 µm, Synth cell types=7, Critical Path Sink Type=primary output, Worst Reg-to-Reg Cells=3, RR Startpoint=state[3]
[what timing repair did]
action / CTS / global route
endpoints found under the setup margin: 1 / 2
pin swaps: 1 / 0
gates resized: 4 / 2
[per-layer routing]
metal | GRT usage | vias up | routed length, µm
li1 | - | 65 | -
met1 | 0.0214 | 67 | 242
met2 | 0.0169 | 8 | 136
met3 | 0.0136 | 0 | 46
met4 | 0.00528 | 0 | 0
met5 | 0 | - | 0
[how the worst min path moves through the flow]
stage,slack [ns],endpoint
4_1_cts,0.18,state[4]
6_report,0.18,state[4]
5_1_grt,0.18,state[2]
[power groups by stage]
stage     sequential, mW  clock, mW  combinational [mW]
4_1_cts            0.224      0.240              0.0675
5_1_grt            0.228      0.262              0.0833
6_report           0.226      0.231              0.0752
[metrics by stage]
stage,setup slack [ns],hold WS [ns],cells
6_report,-0.184,0.180,69
3_5_place_dp,-0.369,0.433,65
2_1_floorplan,0.217,-0.0956,12
4_1_cts,-0.215,0.176,69
3_3_place_gp,-0.359,0.434,65
5_1_grt,-0.254,0.176,69
[cells in the final DEF (no fill, tap or decap)]
cell type        instances
buf_4                    4
dfrtp_1                  4
clkbuf_4                 3
o21a_1                   2
nor4_2                   2
clkdlybuf4s50_1          2
nor2b_1                  1
nor2_1                   1
and2_1                   1
clkbuf_1                 1
buf_2                    1
dfstp_2                  1
[layout make-up]
cell class | count | area [µm²]
fillers | 405 | 3090
repair buffers | 7 | 55.1
clock buffers | 4 | 26.3
multi-input cells | 7 | 56.3
flip-flops and latches | 5 | 126
well taps | 46 | 57.6
[cells by family after synthesis]
group,after synthesis,synth area share
flip-flops,5,0.743
AND/OR/NAND/NOR,5,0.169
AND-OR/OR-AND,2,0.0882
Power figures rest on the tool's default switching activity, not on a simulated workload.
