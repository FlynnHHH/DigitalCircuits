[design/flow/design.v]
`timescale 1ns / 1ps
module FSM_addition(
    input clk,
    input rstn,
    input in,
    output reg out
    );
    localparam S0 = 3'b000;
    localparam S1 = 3'b001;
    localparam S2 = 3'b010;
    localparam S3 = 3'b011;
    localparam S4 = 3'b100;
    localparam S5 = 3'b101;
    reg [2:0] state;
    reg [2:0] next_state;
    always@(negedge rstn or posedge clk)begin
    if(!rstn) begin
        state <= S0;
    end     
    else begin
        state <= next_state;
    end
    end
    always@(*) begin
    case(state)
    S0:begin
        next_state = in ? S1 : S0;
    end
    S1:begin
        next_state = in ? S1 : S2;
    end
    S2:begin
        next_state = in ? S3 : S0;
    end   
    S3:begin
        next_state = in ? S1 : S4;
    end
    S4:begin
        next_state = in ? S5 : S0;
    end
    S5:begin
        next_state = in ? S1 : S4;
    end
    default: next_state = S0;
    endcase
    end
    always@(*) begin
    case(state)
    S5:out = 1'b1;
    S0:out = 1'b0;
    S1:out = 1'b0;
    S2:out = 1'b0;
    S3:out = 1'b0;
    S4:out = 1'b0;
    default: out = 1'bx;
    endcase
    end
endmodule
[design/flow/run.sh]
#!/bin/bash
# OpenROAD 26Q1-2900-gdf79404cd8, Yosys 0.63+post, stock flow scripts
make -C /OpenROAD-flow-scripts/flow DESIGN_CONFIG=/design/flow/config.mk WORK_HOME=/design/flow/orfs finish
[design/flow/config.mk]
export PLATFORM = sky130hd
export DESIGN_NAME = FSM_addition
export DESIGN_NICKNAME = FSM_addition
export VERILOG_FILES = /design/flow/design.v
export SDC_FILE = /design/flow/constraint.sdc
export NUM_CORES = 4
export LEC_CHECK = 1
export CORE_AREA = 10 10 70 70
export DIE_AREA = 0 0 80 80
[design/flow/constraint.sdc]
current_design FSM_addition

set clk_period 1.4
set clk_io_pct 0.2

create_clock -name clk0 -period $clk_period [get_ports {clk}]

set non_clock_inputs [all_inputs -no_clocks]
set_input_delay [expr $clk_period * $clk_io_pct] -clock clk0 $non_clock_inputs
set_output_delay [expr $clk_period * $clk_io_pct] -clock clk0 [all_outputs]
==> results_slide.txt <==
Synthesis and Place & Route Summary

Outcome
  • Status: completed

Final layout
  • Top Registers: state: 6 flops
  • Layout cells sized above 1: 0.4000
  • Area delta synth->final: 64.88%
  • Largest register FFs: 6
  • Final core utilization: 0.1015
  • Final Cell Area: 346.6 µm²
  • Reg with most FFs: state

Worst setup path
  • Crit Path Max Fanout: 2
  • Worst EP arrival: 1.12 ns
  • Cells along the critical path: nor3_2 -> nor3b_2 -> buf_2
  • Critical path's top delay family: flip-flops
  • CP max-delay cell: dfrtp_1
  • CP Capture Type: output port
  • Worst stage delay on the critical path: 0.38 ns
  • Buf/Inv on CP: 1
  • Reg-to-reg critical path startpoint: state[0]
  • Crit start category: flip-flop
  • Setup CP Type: reg -> out
  • Worst setup startpoint: state[1]
  • WP data required: 1.12 ns

Clock network
  • Latency at later pin: 0.24 ns
  • CTS clock-pin slew for the worst setup and hold paths: 0.04 ns
  • Clock Tree Root: clkbuf_4
  • CTS Buf Count: 3
  • Clk buf depth: 2
  • CTS tree: built
  • Clock sink total: 6
  • Hold-fix buffers, CTS: 0
  • Htree depth: 1

STA
  • RSZ-0062 raised after global routing: yes
  • Minimum clock period: 1.396 ns
  • Worst rel slew slack: 0.8318
  • Worst Clk Skew: roughly 0.0018 ns
  • Final setup viols: 0
  • Final Hold Fails: 0
  • Slew Limit Fails: 0
  • Fin crit share: 0.9974
  • Worst Tran Pin Value: 0.2515 ns
  • Fmax: 0.7162 GHz

Synth
  • Syn_area_per_cell: between 10 and 15 µm²
  • Unique cell type count in the Yosys netlist: 8
  • Sequential area share after synthesis: 0.7202
  • Synth Cell Area: 210.2 µm²
  • Ys cells: 15
  • Synth area leader: dfrtp_1
  • Flops after synth: 6
  • Cells after Synth: 15
  • Top-area cell share: 0.5952
  • Chip area in the Yosys report: around 210 µm²
  • Top cells by area: dfrtp_1 (60%), dfstp_2 (13%), and2_1 (6.0%), nor3b_2 (6.0%), nor2_1 (5.4%)
  • Warnings from Yosys: 1

Routing
  • 1st-iter DRT viols: 1
  • Via density: between 1.5 and 2
  • DR pass1 iterations: 2
  • DR WL/cell: 5.352 µm
  • DRC violations left: 0
  • Antenna fix cells: 0
  • Detailed Route WL: 380 µm
  • DRT antenna net count: 0
  • Routed vias: 140

Power and ir drop
  • PnR Total Power: 0.4157 mW
  • Leak: 0.1417 nW
  • Max IR drop VDD: 0.5154 mV
  • Pwr dens: 1199 mW/mm²

Placed design
  • GPL Wtd Cong: 0.7007
  • Dpl cell area: 305.3 µm²
  • Buffers on Ports: 3

Floorplanning
  • Core footprint: 0.003416 mm²
  • Fp_density: 0.06154
  • Chip Area: 0.006400 mm²
  • DIE HEIGHT: approximately 80 µm
  • Row Count: 21
  • Die X: 80 µm
  • IO Count: 4

GRT
  • Initial antenna violation count: 0
  • Vias in the first global route: about 160
  • Congestion Overflow GR: 0
  • First-pass GRT wire length: around 670 µm
  • Total GRT Usage: 0.01415
  • Largest net degree at the start of global routing: 7

Worst hold path
  • Hold Crit Class: in -> async

Run
  • Max-Cap Viols: 0
  • OpenROAD warnings: 27
[power by group]
| part | leakage, nW | internal (mW) | switching [mW] |
|---|---|---|---|
| registers | 0.0793 | 0.187 | 0.00875 |
| clock network | 0.0150 | 0.108 | 0.0604 |
| logic | 0.0475 | 0.0358 | 0.0163 |
| total | 0.142 | 0.330 | 0.0854 |
[layer usage]
layer	global-route usage	vias up	wire length, µm
li1	-	70	-
met1	0.01604	63	176
met2	0.01445	7	135
met3	0.01818	0	68
met4	0.005282	0	0
met5	0	-	0
[cells in the final DEF, fill, tap and decap left out, types with 2 or more instances in the layout]
cell type,instances
buf_4,3
dfrtp_1,5
clkdlybuf4s50_1,2
clkbuf_4,3
nor2_1,3
and2_1,2
[cells by family after synthesis]
| group | after synthesis | synth area share |
|---|---|---|
| AND/OR/NAND/NOR | 8 | 0.2262 |
| flip-flops | 6 | 0.7203 |
| AND-OR/OR-AND | 1 | 0.05357 |
[worst reg2reg max path, stage by stage (launching register included)]
cell     delay, ns
dfstp_2       0.54
nor3_2        0.05
buf_4         0.12
buf_4         0.11
nor2_1        0.07
[synth_stat cells]
master   instances
nor3b_2          1
nor2b_1          1
o41a_1           1
and2_1           2
dfrtp_1          5
nor3_1           1
dfstp_2          1
nor2_1           3
[worst paths after layout]
check                      depth (start not counted)  endpoint  slack (ns)
min in group clk0                                  2  state[1]        0.50
max in group asynchronous                          1  state[0]        0.87
max                                                3       out       0.004
min                                                1  state[1]        0.27
max reg2reg                                        4  state[0]        0.44
min reg2reg                                        2  state[1]        0.50
[area by class of cell]
| type | count | area, µm² |
|---|---|---|
| sequential | 6 | 151.4 |
| fill | 402 | 3069 |
| multi-input combinational | 9 | 63.81 |
| tap | 46 | 57.56 |
| timing repair buffer | 6 | 47.55 |
| clock buffer | 4 | 26.28 |
[metrics by stage]
step | TNS, ns | worst slack, ns | std cells | hold slack [ns]
6_report | 0 | 0.003690 | 71 | 0.2670
4_1_cts | -0.02227 | -0.02227 | 69 | 0.2651
3_5_place_dp | -0.1728 | -0.1728 | 65 | 0.4846
3_3_place_gp | -0.1482 | -0.1482 | 65 | 0.4730
5_1_grt | -0.05506 | -0.05506 | 71 | 0.2646
2_1_floorplan | 0 | 0.4300 | 15 | -0.01559
[repair_timing]
item                       in CTS  in global routing
gates resized                   4                  0
cloned                          0                  0
setup buffers                   0                  2
setup endpoints to repair       1                  1
hold endpoints to repair        0                  0
pin swaps                       1                  1
No activity file was given, so power comes from the tool's default toggle rates.
